[config.mk]
export PLATFORM = sky130hd
export DESIGN_NAME = cla
export DESIGN_NICKNAME = cla
export VERILOG_FILES = /design/flow/design.v
export SDC_FILE = /design/flow/constraint.sdc
export NUM_CORES = 4
export LEC_CHECK = 1
export CORE_AREA = 10 10 70 70
export DIE_AREA = 0 0 80 80
[constraint.sdc]
current_design cla

set clk_period 5.0
set clk_io_pct 0.2

create_clock -name clk0 -period $clk_period

set non_clock_inputs [all_inputs -no_clocks]
set_input_delay [expr $clk_period * $clk_io_pct] -clock clk0 $non_clock_inputs
set_output_delay [expr $clk_period * $clk_io_pct] -clock clk0 [all_outputs]
[design.v]
module cla(a,b,cin,s,cout);
input [3:0] a,b;
input cin;
output [3:0] s;
output cout;
wire [3:0] g,p;
wire [3:0] c;
assign g = a & b;
assign p = a ^ b;
assign c[0] = cin;
assign c[1] = (c[0] & p[0]) | g[0];
assign c[2] = (c[1] & p[1]) | g[1];
assign c[3] = (c[2] & p[2]) | g[2];
assign cout = (c[0] & p[0] & p[1] & p[2] & p[3]) | (g[0] & p[1] & p[2] & p[3]) | (g[1] & p[2] & p[3]) | (g[2] & p[3]) | g[3];
assign s = p ^ c;
endmodule
[run.sh]
#!/bin/bash
# OpenROAD 26Q1-2900-gdf79404cd8, Yosys 0.63+post, stock flow scripts
make -C /OpenROAD-flow-scripts/flow DESIGN_CONFIG=/design/flow/config.mk WORK_HOME=/design/flow/orfs finish
==> qor.csv <==
stage,metric,value,unit
place,port_buffers,14,
setup_path,cp_cell_sequence,"clkdlybuf4s50_1, fa_1, fa_1, fa_1, xor2_1, clkdlybuf4s50_1",
sta,hold_violations,0,
finish,syn_to_final_growth,118,%
setup_path,crit_top_cell,fa_1,
floorplan,fp_util,0.0491,
finish,ff_latch_area,0,um2
yosys,ys_top_cells_by_count,"5 x ha_1, 3 x fa_1",
routing,postRouteWirelength,576,um
yosys,synth_cells,14,
yosys,synth_cell_types,8,
setup_path,critPathMaxFanout,2,
finish,clkbuf_count,0,
pwr,powerDensity,96.6,nW/um2
yosys,syn_area_per_cell,12.0,um2
yosys,ys_seq_share,0,
global_routing,antenna_found_initial,0,
floorplan,dieWidth,80,um
flow_run,tool_warnings,33,
floorplan,io_pins,14,
place,dp_slack,640,ps
sta,finalCriticalPeriod,4330,ps
floorplan,die_h,80,um
cts,post-cts-setup-buffer-count,0,
setup_path,required,4000,ps
sta,finalSetupViolCount,0,
global_routing,grt_remaining_overflow,0,
yosys,yosysTopAreaCell,ha_1,
sta,drv_slew,0,
sta,setup_tns,0,ps
pwr,peakVddDrop,0.0305,mV
sta,worst_pin_slew,395,ps
yosys,ys_cells,14,
floorplan,rows,21,
sta,fin_ws,667,ps
floorplan,core_area,3420,um2
setup_path,critPathCaptureType,primary output,
run_status,outcome,completed,
routing,antenna_left,0,
sta,period_used_share,0.867,
cts,cts_resized,0,
place,dp_hpwl,541,um
sta,max_slew_margin,0.734,
setup_path,crit_arrival,3330,ps
pwr,p_total,0.0000353,W
routing,drt_first_pass_iters,1,
yosys,yosysWarnings,0,
routing,drc_errors,0,
global_routing,grt_pass1_vias,192,
floorplan,die_area,6400,um2
yosys,synth.area.top_cells,"ha_1 37%, fa_1 36%, a211oi_2 7.5%",
routing,antenna_cells,0,
yosys,ys_chip_area,168,um2
setup_path,slowest_delay,490,ps
routing,via_per_inst,2.07,
global_routing,grt_first_pass_wirelength,966,um
cts,ctsHoldBuffers,0,
setup_path,critical_path_class,input port to primary output,
yosys,synth.top_cell.area_share,0.373,
yosys,top_cell,ha_1,
sta,rsz0062_at_grt,no,
global_routing,grt_max_degree,4,
flow_run,drv_cap,0,
routing,wl_per_cell,7.78,um
routing,drt_iter0_markers,0,
worst_hold_path,hold_class,input port to primary output,
routing,vias,153,
finish,flops,0,
sta,fmax,0.231,GHz
setup_path,worst_path_max_delay_cell,clkdlybuf4s50_1,
setup_path,critPathLaunchType,input port,
global_routing,track_usage,0.0190,
finish,drive_gt1_frac,0.0714,
sta,holdWs,3090,ps
pwr,power.static_leakage,0.128,nW
finish,final_core_util,0.107,
place,gp_congestion,0.824,
yosys,netlist_area,168,um2
layer usage:
layer	wire [um]	vias to the layer above	track usage	part of all wire
li1	-	79	-	-
met1	371	60	0.0340	0.64
met2	105	14	0.0185	0.18
met3	99	0	0.00909	0.17
met4	0	0	0	0
met5	0	-	0	0
stage by stage:
step | cells | instance area, um2
after global placement | 74 | 365
after CTS | 74 | 365
after detailed placement | 74 | 365
after global routing | 74 | 365
final | 74 | 365
after floorplan | 14 | 168
placed cells by master, fill, tap and decap left out:
cell type,Yosys,final
xor2_1,1,1
nor3_1,1,1
fa_1,3,3
nor3_2,1,1
ha_1,5,5
a211oi_2,1,1
clkdlybuf4s50_1,0,14
o21ai_0,1,1
nor2_1,1,1
final cells by class:
class	instances	area, um2
fill	406	3050
tap	46	57.6
multi-input combinational	14	168
timing repair buffer	14	140
worst max-delay path: cells and delay by family:
kind	cells	cell delay (ps)
adders and majority gates	3	1250
buffers and inverters	2	940
xor gates and xnor gates	1	140
final timing paths:
kind / slack (ps) / cells after the start / to / from
worst max-delay path: 670 / 6 / s[3] / a[0]
worst min-delay path: 3090 / 4 / s[3] / b[3]
report_power, final:
group          switching, W  total [W]  internal, W
logic             0.0000113  0.0000353    0.0000240
registers                 0          0            0
clock network             0          0            0
kinds of logic (layout without fill, tap and decap cells):
family,Yosys count,in the layout,synth area share
fa+ha+maj,8,8,0.731
simple gates,3,3,0.112
compound gates,2,2,0.104
xor+xnor,1,1,0.0522
buf+inv,0,14,0
Power is estimated from default activity; no workload was simulated.
